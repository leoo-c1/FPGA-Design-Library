**flow/design.v**
```verilog
module Segment_Selector (
    input wire [3:0] input_bits,     
    input wire dash,                 
    output wire [6:0] segments       
    );
    reg [6:0] raw_logic;
    assign segments = ~raw_logic;    
    always @(*) begin
        if (~dash) begin             
            case (input_bits)
                4'h0: raw_logic = 7'b0111111;
                4'h1: raw_logic = 7'b0000110;
                4'h2: raw_logic = 7'b1011011;
                4'h3: raw_logic = 7'b1001111;
                4'h4: raw_logic = 7'b1100110;
                4'h5: raw_logic = 7'b1101101;
                4'h6: raw_logic = 7'b1111101;
                4'h7: raw_logic = 7'b0000111;
                4'h8: raw_logic = 7'b1111111;
                4'h9: raw_logic = 7'b1100111;
                4'hA: raw_logic = 7'b1110111;
                4'hB: raw_logic = 7'b1111100;
                4'hC: raw_logic = 7'b0111001;
                4'hD: raw_logic = 7'b1011110;
                4'hE: raw_logic = 7'b1111001;
                4'hF: raw_logic = 7'b1110001;
                default: raw_logic = 7'b0000000;
            endcase
        end else begin               
            raw_logic = 7'b1000000;
        end
    end
endmodule
module quad_ssd_counter (
    input        clk,       
    input        rst,      
    output wire [6:0] segments,          
    output reg [3:0] dig_sel,            
    output reg decimal                   
);
    parameter max_count_sel = 208_333;           
    parameter max_count_10msec = 500_000;        
    parameter max_count_100msec = 5_000_000;     
    parameter max_count_1sec = 50_000_000;       
    parameter max_count_10sec = 500_000_000;     
    reg [18:0] counter_sel = 0;          
    reg [18:0] counter_10msec = 0;       
    reg [22:0] counter_100msec = 0;      
    reg [25:0] counter_1sec = 0;         
    reg [28:0] counter_10sec = 0;        
    reg [3:0] dig1_bits = 4'b0000;       
    reg [3:0] dig2_bits = 4'b0000;       
    reg [3:0] dig3_bits = 4'b0000;       
    reg [3:0] dig4_bits = 4'b0000;       
    reg [3:0] input_bits = 4'b0000;      
    reg [3:0] dig_update = 4'b1110;      
    always @ (posedge clk) begin
        if (counter_sel >= max_count_sel) begin
            counter_sel <= 0;
            if (dig_update == 4'b1110) begin             
                input_bits <= dig1_bits;                 
                decimal <= 1'b1;                         
                dig_update <= 4'b1101;                   
                dig_sel <= dig_update;
            end else if (dig_update == 4'b1101) begin    
                input_bits <= dig2_bits;                 
                decimal <= 1'b1;                         
                dig_update <= 4'b1011;                   
                dig_sel <= dig_update;
            end else if (dig_update == 4'b1011) begin    
                input_bits <= dig3_bits;                 
                decimal <= 1'b0;                         
                dig_update <= 4'b0111;                   
                dig_sel <= dig_update;
            end else if (dig_update == 4'b0111) begin    
                input_bits <= dig4_bits;                  
                decimal <= 1'b1;                         
                dig_update <= 4'b1110;                   
                dig_sel <= dig_update;
            end else begin                               
                dig_update <= 4'b1110;                   
                dig_sel <= dig_update;
            end
        end else begin
            counter_sel <= counter_sel + 1;              
        end
    end
    always @ (posedge clk) begin
        if (counter_1sec >= max_count_1sec) begin
        counter_1sec <= 0;
            if (dig3_bits < 9) begin
                dig3_bits <= dig3_bits + 1;
            end else begin
                dig3_bits <= 4'b0000;
            end
        end else begin
            counter_1sec <= counter_1sec + 1;
        end
    end
    always @ (posedge clk) begin
        if (counter_10sec >= max_count_10sec) begin
            counter_10sec <= 0;
            if (dig4_bits < 9) begin
                dig4_bits <= dig4_bits + 1;
            end else begin
                dig4_bits <= 4'b0000;
            end
        end else begin
            counter_10sec <= counter_10sec + 1;
        end
    end
    always @ (posedge clk) begin
        if (counter_100msec >= max_count_100msec) begin
            counter_100msec <= 0;
            if (dig2_bits < 9) begin
                dig2_bits <= dig2_bits + 1;
            end else begin
                dig2_bits <= 4'b0000;
            end
        end else begin
            counter_100msec <= counter_100msec + 1;
        end
    end
    always @ (posedge clk) begin
        if (counter_10msec >= max_count_10msec) begin
            counter_10msec <= 0;
            if (dig1_bits < 9) begin
                dig1_bits <= dig1_bits + 1;
            end else begin
                dig1_bits <= 4'b0000;
            end
        end else begin
            counter_10msec <= counter_10msec + 1;
        end
    end
    Segment_Selector ssd_driver (
        .input_bits(input_bits),
        .segments(segments)
    );
endmodule
```
**flow/run.sh**
```bash
#!/bin/bash
# OpenROAD 26Q1-2900-gdf79404cd8, Yosys 0.63+post, stock flow scripts
make -C /OpenROAD-flow-scripts/flow DESIGN_CONFIG=/design/flow/config.mk WORK_HOME=/design/flow/orfs finish
```
**flow/config.mk**
```make
export PLATFORM = sky130hd
export DESIGN_NAME = quad_ssd_counter
export DESIGN_NICKNAME = quad_ssd_counter
export VERILOG_FILES = /design/flow/design.v
export SDC_FILE = /design/flow/constraint.sdc
export NUM_CORES = 4
export LEC_CHECK = 1
export CORE_UTILIZATION = 40
```
**flow/constraint.sdc**
```tcl
current_design quad_ssd_counter

set clk_period 3.2
set clk_io_pct 0.2

create_clock -name clk0 -period $clk_period [get_ports {clk}]

set non_clock_inputs [all_inputs -no_clocks]
set_input_delay [expr $clk_period * $clk_io_pct] -clock clk0 $non_clock_inputs
set_output_delay [expr $clk_period * $clk_io_pct] -clock clk0 [all_outputs]
```
==> results_slide.txt <==
Physical Implementation Snapshot

Clock network
  • CTS resizes: 0
  • TritonCTS clock tree: built
  • Worst-skew pair later-pin latency: 0.41 ns
  • CTS sink count: 145
  • H-tree Lvls: 4
  • Num CTS Buffers: 17
  • Clk buf depth: 2
  • Hold Buf Count CTS: 0
  • Post-CTS Setup Bufs: 0
  • Root Driver: clkbuf_16
  • CTS clk-pin slew, worst paths: 0.06 ns

Worst setup path
  • Critical Path Max Stage Delay: 0.49 ns
  • CP max-delay cell: clkdlybuf4s50_1
  • CP delay by family, top: buffers and inverters
  • Startpoint types: flip-flop
  • FF-to-FF setup slack: 1.03 ns
  • Crit-path max FO: 5
  • Critical path required time: around 2.6 ns
  • CP Capture Type: output pin
  • Class of the most critical setup path: reg2out
  • WP depth: 6
  • CP Buf/Inv Count: 2
  • Arr. time, crit path: 2.32 ns
  • CP cell instances: inv_1 > ha_1 > nor2_1 > or3b_2 > o31ai_1 > clkdlybuf4s50_1
  • Worst reg-to-reg path cell count: 4

Synthesis
  • Yosys warns: 3
  • Yosys top cell by instances: dfxtp_1
  • Yosys chip area: around 7000 um2
  • # Cells Yosys: approximately 770
  • Post-synthesis sequential area ratio: 45.7%
  • Cell Type Count: 58
  • Dominant register cell: dfxtp_1
  • Synth top cells by count: 116 x dfxtp_1, 65 x nor2_1, 49 x nand2_1, 48 x inv_1, 46 x a21oi_1
  • Synth Instances: 772
  • Post-synth EDFFs: 29
  • Async S/R FF share, synth: 0%
  • Synth area leader: dfxtp_1
  • Syn Area/Cell: 9.04 um2
  • Synth flops: between 100 and 150
  • Area leader share: 33.3%
  • Largest cells by area: dfxtp_1 33%, edfxtp_1 12%, xor2_1 4.4%
  • Synthesized cell area: 6980 um2

Routing
  • DR pass1 iterations: 5
  • Remaining antenna violation count after routing: 0
  • Vias per cell: 5.35
  • 1st-iter DRT viols: ~270
  • Avg WL per Cell: 12.3 um
  • DRC viols: 0
  • Via count: about 5400
  • # diodes: 0
  • Detailed Route WL: about 13000 um

Job
  • Maxcap violations: 0
  • Tool warnings: roughly 44

Pwr
  • Power per Cell Area: roughly 500 nW/um2
  • Total design power: roughly 3.9 mW
  • Peak supply drop: around 340 uV
  • Leakage: between 3 and 4 nW

Floorplanning
  • Area of the core: approximately 17000 um2
  • Core Density at Floorplan: 41.5%
  • Die H: 134 um
  • Chip Area: 18000 um2
  • Row cnt: 47
  • Die Width: 134 um
  • # IOs: 14

STA
  • Fin. max-slew vios: 0
  • Worst slew pin tran: about 0.94 ns
  • Endpoints failing setup: 0
  • Hold Fails Final Rpt: 0
  • Time the worst path needs with I/O delays and setup: ~3 ns
  • Hold_ws: 0.452 ns
  • Final Cycle Share: about 93%
  • Final worst slack: between 0.2 and 0.25 ns
  • Slew headroom: 37.3%
  • RSZ-0062 raised after global routing: no
  • FMAX: 0.337 GHz
  • Fin Clk Skew: around 0.0075 ns
  • Sum of negative setup slack: 0 ns

Place
  • Place WS: 0.661 ns
  • Port Buf Inserts: 12
  • Placed Cells: 986
  • Placed Area: 7340 um2
  • Post-DP HPWL: 8400 um
  • GP Congestion: 0.891

Final layout
  • Design Area, Final: approximately 8000 um2
  • Area delta synth->final: 13.7%
  • Layout cells sized above 1: 5.89%
  • Finished Layout Cells: 1018
  • Post-layout util: a little under half

Global routing
  • GRT Total Usage: 14.9%
  • Global-route wire length before repair: 22000 um
  • Initial antenna violation count: 0
  • Grt total ovfl: 0
  • Vias in the first global route: ~5000
  • Largest net degree at the start of global routing: 27

Min path
  • Hold WC Path Type: reg2reg
  • Hold depth: 1

Run status
  • Status: finished clean
cell usage in the layout (no fill, tap or decap), types with 6 or more instances in the layout:
master	netlist	layout
dfxtp_1	116	116
nor2_1	65	65
nand2_1	49	49
inv_1	48	48
a21oi_1	46	46
nand3_1	41	41
o21ai_0	37	37
xor2_1	35	35
edfxtp_1	29	29
or3_1	28	28
nand4_1	27	27
nor3_1	24	24
xnor2_1	24	24
ha_1	24	24
or4_1	22	22
clkbuf_16	0	19
o31ai_1	18	18
a211oi_1	14	14
and4_1	13	13
clkdlybuf4s50_1	0	12
and3_1	10	10
nor4_1	8	8
buf_4	0	7
nor2b_1	6	6
nand2b_1	6	6
kinds of logic (layout without fill, tap and decap cells):
| logic type | after synthesis | after routing | synth area share [%] |
|---|---|---|---|
| AND-OR/OR-AND | 153 | 153 | 14.0 |
| XOR/XNOR | 59 | 59 | 7.40 |
| adder cells (fa/ha/maj) | 24 | 24 | 4.30 |
| buffers and inverters | 73 | 99 | 3.96 |
| flip-flops | 145 | 145 | 45.7 |
| multiplexers | 1 | 1 | 0.143 |
| other | 1 | 1 | 0.0537 |
| AND/OR/NAND/NOR | 316 | 316 | 24.4 |
area by class of cell:
cell class	instances	area [um2]
multi-input cells	554	3520
well taps	220	275
clock buffers	19	475
repair buffers	19	173
inverters	48	180
fillers	1489	8880
flip-flops and latches	145	3190
clock inverters	13	124
state kept, by name, indices dropped and copies added (netlist names), 19 cells and up:
name and flops:
counter_10sec 29, counter_1sec 26, counter_100msec 23, counter_10msec 19, counter_sel 19
metal layers:
metal	vias up	GRT usage [%]	part of all wire [%]	routed length, um
li1	2844	-	-	-
met1	2521	23.0	53	6590
met2	76	22.9	43	5430
met3	5	3.05	3.5	433
met4	0	1.81	0.76	95
met5	-	0	0	0
where the power goes:
part,switching (mW),internal (mW)
clock,0.777,1.17
sequential,0.0142,1.88
combinational,0.0374,0.0446
path summary, 6_finish.rpt:
path                                from                     endpoint
max reg2reg   counter_1sec[2]$_SDFF_PP0_  counter_1sec[21]$_SDFF_PP0_
max              input_bits[1]$_DFFE_PP_                  segments[0]
min          counter_1sec[25]$_SDFF_PP0_  counter_1sec[24]$_SDFF_PP0_
min reg2reg  counter_1sec[25]$_SDFF_PP0_  counter_1sec[24]$_SDFF_PP0_
worst register-to-register path, stage by stage (launching register included):
cell and delay, ns:
dfxtp_1 0.40, nand3_2 0.20, or4_1 0.74, or4_1 0.47, a211oi_1 0.27
No activity file was given, so power comes from the tool's default toggle rates.
