==> /design/flow/design.v <==
module uart_communication #(
    parameter CLK_HZ = 50000000,
    parameter BIT_RATE = 9600,
    parameter PAYLOAD_BITS = 8
) (
    input        clk,            
    input        rst,           
    input  wire  uart_rxd,       
    output wire  uart_txd,       
    output wire [PAYLOAD_BITS-1:0] uart_rx_data,     
    output wire       uart_rx_valid,                 
    output wire  uart_rx_break,                      
    input  wire [PAYLOAD_BITS-1:0] uart_tx_data,     
    input  wire       uart_tx_en,                
    output wire       uart_tx_busy               
);
    uart_rx #(
        .BIT_RATE(BIT_RATE),
        .PAYLOAD_BITS(PAYLOAD_BITS),
        .CLK_HZ  (CLK_HZ  )
    ) i_uart_rx(
        .clk          (clk          ), 
        .resetn       (rst          ),  
        .uart_rxd     (uart_rxd     ), 
        .uart_rx_en   (1'b1         ), 
        .uart_rx_break(uart_rx_break), 
        .uart_rx_valid(uart_rx_valid), 
        .uart_rx_data (uart_rx_data )  
    );
    uart_tx #(
        .BIT_RATE(BIT_RATE),
        .PAYLOAD_BITS(PAYLOAD_BITS),
        .CLK_HZ  (CLK_HZ  )
    ) i_uart_tx(
        .clk          (clk          ),
        .resetn       (rst          ),  
        .uart_txd     (uart_txd     ),
        .uart_tx_en   (uart_tx_en   ),
        .uart_tx_busy (uart_tx_busy ),
        .uart_tx_data (uart_tx_data ) 
    );
endmodule
module uart_rx(
input  wire       clk          ,  
input  wire       resetn       ,  
input  wire       uart_rxd     ,  
input  wire       uart_rx_en   ,  
output wire       uart_rx_break,  
output wire       uart_rx_valid,  
output reg  [PAYLOAD_BITS-1:0] uart_rx_data    
);
parameter   BIT_RATE        = 9600;  
localparam  BIT_P           = 1_000_000_000 * 1/BIT_RATE;  
parameter   CLK_HZ          =    50_000_000;
localparam  CLK_P           = 1_000_000_000 * 1/CLK_HZ;  
parameter   PAYLOAD_BITS    = 8;
parameter   STOP_BITS       = 1;
localparam       CYCLES_PER_BIT     = BIT_P / CLK_P;
localparam       COUNT_REG_LEN      = 1+$clog2(CYCLES_PER_BIT);
reg rxd_reg;
reg rxd_reg_0;
reg [PAYLOAD_BITS-1:0] recieved_data;
reg [COUNT_REG_LEN-1:0] cycle_counter;
reg [3:0] bit_counter;
reg bit_sample;
reg [2:0] fsm_state;
reg [2:0] n_fsm_state;
localparam FSM_IDLE = 0;
localparam FSM_START= 1;
localparam FSM_RECV = 2;
localparam FSM_STOP = 3;
assign uart_rx_break = uart_rx_valid && ~|recieved_data;
assign uart_rx_valid = fsm_state == FSM_STOP && n_fsm_state == FSM_IDLE;
always @(posedge clk) begin
    if(!resetn) begin
        uart_rx_data  <= {PAYLOAD_BITS{1'b0}};
    end else if (fsm_state == FSM_STOP) begin
        uart_rx_data  <= recieved_data;
    end
end
wire next_bit     = cycle_counter == CYCLES_PER_BIT ||
                        fsm_state       == FSM_STOP && 
                        cycle_counter   == CYCLES_PER_BIT/2;
wire payload_done = bit_counter   == PAYLOAD_BITS  ;
always @(*) begin : p_n_fsm_state
    case(fsm_state)
        FSM_IDLE : n_fsm_state = rxd_reg      ? FSM_IDLE : FSM_START;
        FSM_START: n_fsm_state = next_bit     ? FSM_RECV : FSM_START;
        FSM_RECV : n_fsm_state = payload_done ? FSM_STOP : FSM_RECV ;
        FSM_STOP : n_fsm_state = next_bit     ? FSM_IDLE : FSM_STOP ;
        default  : n_fsm_state = FSM_IDLE;
    endcase
end
integer i = 0;
always @(posedge clk) begin : p_recieved_data
    if(!resetn) begin
        recieved_data <= {PAYLOAD_BITS{1'b0}};
    end else if(fsm_state == FSM_IDLE             ) begin
        recieved_data <= {PAYLOAD_BITS{1'b0}};
    end else if(fsm_state == FSM_RECV && next_bit ) begin
        recieved_data[PAYLOAD_BITS-1] <= bit_sample;
        for ( i = PAYLOAD_BITS-2; i >= 0; i = i - 1) begin
            recieved_data[i] <= recieved_data[i+1];
        end
    end
end
always @(posedge clk) begin : p_bit_counter
    if(!resetn) begin
        bit_counter <= 4'b0;
    end else if(fsm_state != FSM_RECV) begin
        bit_counter <= {COUNT_REG_LEN{1'b0}};
    end else if(fsm_state == FSM_RECV && next_bit) begin
        bit_counter <= bit_counter + 1'b1;
    end
end
always @(posedge clk) begin : p_bit_sample
    if(!resetn) begin
        bit_sample <= 1'b0;
    end else if (cycle_counter == CYCLES_PER_BIT/2) begin
        bit_sample <= rxd_reg;
    end
end
always @(posedge clk) begin : p_cycle_counter
    if(!resetn) begin
        cycle_counter <= {COUNT_REG_LEN{1'b0}};
    end else if(next_bit) begin
        cycle_counter <= {COUNT_REG_LEN{1'b0}};
    end else if(fsm_state == FSM_START || 
                fsm_state == FSM_RECV  || 
                fsm_state == FSM_STOP   ) begin
        cycle_counter <= cycle_counter + 1'b1;
    end
end
always @(posedge clk) begin : p_fsm_state
    if(!resetn) begin
        fsm_state <= FSM_IDLE;
    end else begin
        fsm_state <= n_fsm_state;
    end
end
always @(posedge clk) begin : p_rxd_reg
    if(!resetn) begin
        rxd_reg     <= 1'b1;
        rxd_reg_0   <= 1'b1;
    end else if(uart_rx_en) begin
        rxd_reg     <= rxd_reg_0;
        rxd_reg_0   <= uart_rxd;
    end
end
endmodule
module uart_tx(
input  wire         clk         ,  
input  wire         resetn      ,  
output wire         uart_txd    ,  
output wire         uart_tx_busy,  
input  wire         uart_tx_en  ,  
input  wire [PAYLOAD_BITS-1:0]   uart_tx_data   
);
parameter   BIT_RATE        = 9600;  
localparam  BIT_P           = 1_000_000_000 * 1/BIT_RATE;  
parameter   CLK_HZ          =    50_000_000;
localparam  CLK_P           = 1_000_000_000 * 1/CLK_HZ;  
parameter   PAYLOAD_BITS    = 8;
parameter   STOP_BITS       = 1;
localparam       CYCLES_PER_BIT     = BIT_P / CLK_P;
localparam       COUNT_REG_LEN      = 1+$clog2(CYCLES_PER_BIT);
reg txd_reg;
reg [PAYLOAD_BITS-1:0] data_to_send;
reg [COUNT_REG_LEN-1:0] cycle_counter;
reg [3:0] bit_counter;
reg [2:0] fsm_state;
reg [2:0] n_fsm_state;
localparam FSM_IDLE = 0;
localparam FSM_START= 1;
localparam FSM_SEND = 2;
localparam FSM_STOP = 3;
assign uart_tx_busy = fsm_state != FSM_IDLE;
assign uart_txd     = txd_reg;
wire next_bit     = cycle_counter == CYCLES_PER_BIT;
wire payload_done = bit_counter   == PAYLOAD_BITS  ;
wire stop_done    = bit_counter   == STOP_BITS && fsm_state == FSM_STOP;
always @(*) begin : p_n_fsm_state
    case(fsm_state)
        FSM_IDLE : n_fsm_state = uart_tx_en   ? FSM_START: FSM_IDLE ;
        FSM_START: n_fsm_state = next_bit     ? FSM_SEND : FSM_START;
        FSM_SEND : n_fsm_state = payload_done ? FSM_STOP : FSM_SEND ;
        FSM_STOP : n_fsm_state = stop_done    ? FSM_IDLE : FSM_STOP ;
        default  : n_fsm_state = FSM_IDLE;
    endcase
end
integer i = 0;
always @(posedge clk) begin : p_data_to_send
    if(!resetn) begin
        data_to_send <= {PAYLOAD_BITS{1'b0}};
    end else if(fsm_state == FSM_IDLE && uart_tx_en) begin
        data_to_send <= uart_tx_data;
    end else if(fsm_state       == FSM_SEND       && next_bit ) begin
        for ( i = PAYLOAD_BITS-2; i >= 0; i = i - 1) begin
            data_to_send[i] <= data_to_send[i+1];
        end
    end
end
always @(posedge clk) begin : p_bit_counter
    if(!resetn) begin
        bit_counter <= 4'b0;
    end else if(fsm_state != FSM_SEND && fsm_state != FSM_STOP) begin
        bit_counter <= {COUNT_REG_LEN{1'b0}};
    end else if(fsm_state == FSM_SEND && n_fsm_state == FSM_STOP) begin
        bit_counter <= {COUNT_REG_LEN{1'b0}};
    end else if(fsm_state == FSM_STOP&& next_bit) begin
        bit_counter <= bit_counter + 1'b1;
    end else if(fsm_state == FSM_SEND && next_bit) begin
        bit_counter <= bit_counter + 1'b1;
    end
end
always @(posedge clk) begin : p_cycle_counter
    if(!resetn) begin
        cycle_counter <= {COUNT_REG_LEN{1'b0}};
    end else if(next_bit) begin
        cycle_counter <= {COUNT_REG_LEN{1'b0}};
    end else if(fsm_state == FSM_START || 
                fsm_state == FSM_SEND  || 
                fsm_state == FSM_STOP   ) begin
        cycle_counter <= cycle_counter + 1'b1;
    end
end
always @(posedge clk) begin : p_fsm_state
    if(!resetn) begin
        fsm_state <= FSM_IDLE;
    end else begin
        fsm_state <= n_fsm_state;
    end
end
always @(posedge clk) begin : p_txd_reg
    if(!resetn) begin
        txd_reg <= 1'b1;
    end else if(fsm_state == FSM_IDLE) begin
        txd_reg <= 1'b1;
    end else if(fsm_state == FSM_START) begin
        txd_reg <= 1'b0;
    end else if(fsm_state == FSM_SEND) begin
        txd_reg <= data_to_send[0];
    end else if(fsm_state == FSM_STOP) begin
        txd_reg <= 1'b1;
    end
end
endmodule
module uart_echo (
    input        clk,       
    input        rst,      
    input  wire  uart_rxd,  
    output wire  uart_txd   
);
    parameter PAYLOAD_BITS = 8;
    wire [PAYLOAD_BITS-1:0] uart_rx_data;  
    wire                    uart_rx_valid;  
    uart_communication uart_logic (
        .clk(clk),
        .rst(rst),
        .uart_rxd(uart_rxd),
        .uart_txd(uart_txd),
        .uart_tx_data(uart_rx_data),
        .uart_tx_en(uart_rx_valid),
        .uart_rx_data(uart_rx_data),
        .uart_rx_valid(uart_rx_valid)
    );
endmodule
==> /design/flow/run.sh <==
#!/bin/bash
# OpenROAD 26Q1-2900-gdf79404cd8, Yosys 0.63+post, stock flow scripts
make -C /OpenROAD-flow-scripts/flow DESIGN_CONFIG=/design/flow/config.mk WORK_HOME=/design/flow/orfs finish
==> /design/flow/config.mk <==
export PLATFORM = sky130hd
export DESIGN_NAME = uart_echo
export DESIGN_NICKNAME = uart_echo
export VERILOG_FILES = /design/flow/design.v
export SDC_FILE = /design/flow/constraint.sdc
export NUM_CORES = 4
export LEC_CHECK = 1
export CORE_UTILIZATION = 40
==> /design/flow/constraint.sdc <==
current_design uart_echo

set clk_period 3.1
set clk_io_pct 0.2

create_clock -name clk0 -period $clk_period [get_ports {clk}]

set non_clock_inputs [all_inputs -no_clocks]
set_input_delay [expr $clk_period * $clk_io_pct] -clock clk0 $non_clock_inputs
set_output_delay [expr $clk_period * $clk_io_pct] -clock clk0 [all_outputs]
==> results.ini <==
[layout]
final_common_cell = dfxtp_1
final_layout_top_logic_cells = 72 x dfxtp_1, 60 x nor2_1, 26 x mux2i_1
final_util_pct = 45.3
top_regs = uart_logic.i_uart_rx.cycle_counter (14), uart_logic.i_uart_tx.cycle_counter (14)
nFillCells = 685
syn_to_final_growth_pct = 9.29
drive_above_1_share_pct = 6.67
design_area_um2 = 3500

[floorplan]
die-height_um = 91.5
die-area_um2 = 8380
num_rows = 32
initCoreUtil_pct = 41.5
coreArea_um2 = 7730
die_x_um = 91.5
pin_count = 4

[power_and_ir_drop]
power_frac_seq_pct = 54.3
vdd_drop_max_mv = 0.253
comb_power_share_pct = 1.9
power_switching_uw = 394
power_frac_clock_pct = 43.8
leakagePower_uw = 0.00119
p_per_area_nw_per_um2 = 489
p_sw_share_pct = 23.0
internal-power_uw = 1320

[route]
postRouteAntennaNets = 0
drtPass1Iterations = 5
routed_wl_mm = 5.53
num_antenna_cells = 0
via_per_inst = 4.98
drtIter0Drc = 72
drc_errors = 0
vias = 2301
wire_per_inst_um = 12.0

[place]
port_buffers = 3
place_area_um2 = 3300
gp_routability_congestion = 0.777
post-dp-hpwl_mm = 3.75

[critical_path]
criticalPathCategory = reg2reg
crit_path_start_kind = flop
arrival_ns = 2.45
end_kind = flop
crit_path_cell_trace = nor3_1 > nor4_1 > and4_1 > xnor2_1 > nor2_1
reg2regPathDepth = 5
cp.required_ns = 3.32
max_stage_delay_ns = 0.80
cp_slowest_cell = dfxtp_1
worstPathMaxFanout = 17

[synth]
ff_type = dfxtp_1
synthArstFlopShare_pct = 0
yosys_cells = 354
synth_cell_types = 47
synthCells = 354
synthesis.area_um2 = 3210
ys_area_um2 = 3210
syn_avg_cell_area_um2 = 9.06
synth-edff-count = 0
synth_seq_share_pct = 45.0
synth_flops = 72
yosys_warnings = 2

[job]
openroad.warnings = 30
cap_violations = 0

[global_routing]
grt_first_pass_wirelength_mm = 9.95
grt-ovfl-total = 0
antenna_found_initial = 0
grt_max_degree = 19
grt_pass1_vias = 2155
grt_usage_pct = 14.8

[final_timing]
slew_headroom_pct = 51.2
slew_viol_final = 0
tightestPinTransition_ns = 0.731
hold_viol = 0
holdWs_ns = 0.420
max_freq_mhz = 448
rsz0062_at_grt = no
tns_ns = 0
fin_crit_sh_pct = 72.0
skew_ns = 0.00687
finalSetupViolCount = 0
min_period_ns = 2.23

[clock_tree]
cts_tree = done
cts.htree.levels = 3
cts.path.max_buffers = 2
insertion_delay_ns = 0.35
clk_pin_slew_worst_paths_ns = 0.08
numCtsBuffers = 9
postCtsSetupBuffers = 0
postCtsHoldBufs = 0
cts_sinks = 72
post_cts_resized = 0
cts_root_buf = clkbuf_8

[hold_path]
hold_depth = 1
hold_class = reg2reg

[outcome]
status = completed

## worst paths after layout
check | endpoint | slack, ns | start
worst max-delay path | uart_logic.i_uart_rx.cycle_counter[9] | 0.87 | uart_logic.i_uart_rx.fsm_state[3]
worst min-delay path | uart_logic.i_uart_rx.rxd_reg | 0.42 | uart_logic.i_uart_rx.rxd_reg_0
worst max register to register | uart_logic.i_uart_rx.cycle_counter[9] | 0.87 | uart_logic.i_uart_rx.fsm_state[3]
worst min register to register | uart_logic.i_uart_rx.rxd_reg | 0.42 | uart_logic.i_uart_rx.rxd_reg_0
## power by group through the flow
stage     sequential (µW)  combinational, µW  clock [µW]
6_report              931               32.5         750
4_1_cts               931               33.1         773
5_1_grt               931               36.9         814
## area by class of cell
| type | instances | area (µm²) | share of cell area, % |
|---|---|---|---|
| multi-input cells | 253 | 1640 | 46.7 |
| flip-flops and latches | 72 | 1440 | 41.1 |
| well taps | 102 | 128 | 3.64 |
| clock buffers | 9 | 124 | 3.54 |
| clock inverters | 7 | 80.1 | 2.29 |
| inverters | 15 | 56.3 | 1.61 |
| repair buffers | 4 | 37.5 | 1.07 |
## per-stage QoR
stage          setup slack [ns]  cells  total power, µW
2_1_floorplan              1.33    354              976
3_3_place_gp              0.754    446              985
3_5_place_dp              0.706    446              985
4_1_cts                   0.858    462             1740
5_1_grt                   0.678    462             1780
6_report                  0.869    462             1710
## kinds of logic (layout without fill, tap and decap cells)
| family | Yosys count | after routing | synth area share [%] |
|---|---|---|---|
| compound gates | 43 | 43 | 8.39 |
| xor+xnor | 28 | 28 | 7.65 |
| fa+ha+maj | 9 | 9 | 3.51 |
| buf+inv | 29 | 35 | 3.98 |
| flops | 72 | 72 | 45.0 |
| mux | 26 | 26 | 8.12 |
| simple gates | 147 | 147 | 23.4 |
## synth_stat cells (9+ instances only)
| cell | count | area (µm²) |
|---|---|---|
| a21oi_1 | 18 | 90.1 |
| dfxtp_1 | 72 | 1440 |
| ha_1 | 9 | 113 |
| inv_1 | 14 | 52.6 |
| mux2i_1 | 26 | 260 |
| nand2_1 | 25 | 93.8 |
| nand3_1 | 12 | 60.1 |
| nor2_1 | 60 | 225 |
| nor3_1 | 9 | 45.0 |
| o21ai_0 | 10 | 50.1 |
| xnor2_1 | 13 | 114 |
| xor2_1 | 15 | 131 |
## routing by layer
metal	routed length (µm)	track usage [%]	part of all wire (%)	up-vias
met2	2200	20.9	40	17
met1	3120	24.6	56	1065
li1	-	-	-	1213
met5	0	0	0	-
met4	93	2.65	1.7	0
met3	120	2.38	2.2	6
## critical path: cells and delay by family, from the launching register on
family | cells | cell delay, ns
XOR/XNOR | 1 | 0.12
flip-flops | 1 | 0.80
AND/OR/NAND/NOR | 4 | 1.18
Power figures rest on the tool's default switching activity, not on a simulated workload.
