## design.v

```verilog
module Segment_Selector (
    input wire [3:0] input_bits,     
    input wire dash,                 
    output wire [6:0] segments       
    );
    reg [6:0] raw_logic;
    assign segments = ~raw_logic;    
    always @(*) begin
        if (~dash) begin             
            case (input_bits)
                4'h0: raw_logic = 7'b0111111;
                4'h1: raw_logic = 7'b0000110;
                4'h2: raw_logic = 7'b1011011;
                4'h3: raw_logic = 7'b1001111;
                4'h4: raw_logic = 7'b1100110;
                4'h5: raw_logic = 7'b1101101;
                4'h6: raw_logic = 7'b1111101;
                4'h7: raw_logic = 7'b0000111;
                4'h8: raw_logic = 7'b1111111;
                4'h9: raw_logic = 7'b1100111;
                4'hA: raw_logic = 7'b1110111;
                4'hB: raw_logic = 7'b1111100;
                4'hC: raw_logic = 7'b0111001;
                4'hD: raw_logic = 7'b1011110;
                4'hE: raw_logic = 7'b1111001;
                4'hF: raw_logic = 7'b1110001;
                default: raw_logic = 7'b0000000;
            endcase
        end else begin               
            raw_logic = 7'b1000000;
        end
    end
endmodule
module uart_communication #(
    parameter CLK_HZ = 50000000,
    parameter BIT_RATE = 9600,
    parameter PAYLOAD_BITS = 8
) (
    input        clk,            
    input        rst,           
    input  wire  uart_rxd,       
    output wire  uart_txd,       
    output wire [PAYLOAD_BITS-1:0] uart_rx_data,     
    output wire       uart_rx_valid,                 
    output wire  uart_rx_break,                      
    input  wire [PAYLOAD_BITS-1:0] uart_tx_data,     
    input  wire       uart_tx_en,                
    output wire       uart_tx_busy               
);
    uart_rx #(
        .BIT_RATE(BIT_RATE),
        .PAYLOAD_BITS(PAYLOAD_BITS),
        .CLK_HZ  (CLK_HZ  )
    ) i_uart_rx(
        .clk          (clk          ), 
        .resetn       (rst          ),  
        .uart_rxd     (uart_rxd     ), 
        .uart_rx_en   (1'b1         ), 
        .uart_rx_break(uart_rx_break), 
        .uart_rx_valid(uart_rx_valid), 
        .uart_rx_data (uart_rx_data )  
    );
    uart_tx #(
        .BIT_RATE(BIT_RATE),
        .PAYLOAD_BITS(PAYLOAD_BITS),
        .CLK_HZ  (CLK_HZ  )
    ) i_uart_tx(
        .clk          (clk          ),
        .resetn       (rst          ),  
        .uart_txd     (uart_txd     ),
        .uart_tx_en   (uart_tx_en   ),
        .uart_tx_busy (uart_tx_busy ),
        .uart_tx_data (uart_tx_data ) 
    );
endmodule
module uart_rx(
input  wire       clk          ,  
input  wire       resetn       ,  
input  wire       uart_rxd     ,  
input  wire       uart_rx_en   ,  
output wire       uart_rx_break,  
output wire       uart_rx_valid,  
output reg  [PAYLOAD_BITS-1:0] uart_rx_data    
);
parameter   BIT_RATE        = 9600;  
localparam  BIT_P           = 1_000_000_000 * 1/BIT_RATE;  
parameter   CLK_HZ          =    50_000_000;
localparam  CLK_P           = 1_000_000_000 * 1/CLK_HZ;  
parameter   PAYLOAD_BITS    = 8;
parameter   STOP_BITS       = 1;
localparam       CYCLES_PER_BIT     = BIT_P / CLK_P;
localparam       COUNT_REG_LEN      = 1+$clog2(CYCLES_PER_BIT);
reg rxd_reg;
reg rxd_reg_0;
reg [PAYLOAD_BITS-1:0] recieved_data;
reg [COUNT_REG_LEN-1:0] cycle_counter;
reg [3:0] bit_counter;
reg bit_sample;
reg [2:0] fsm_state;
reg [2:0] n_fsm_state;
localparam FSM_IDLE = 0;
localparam FSM_START= 1;
localparam FSM_RECV = 2;
localparam FSM_STOP = 3;
assign uart_rx_break = uart_rx_valid && ~|recieved_data;
assign uart_rx_valid = fsm_state == FSM_STOP && n_fsm_state == FSM_IDLE;
always @(posedge clk) begin
    if(!resetn) begin
        uart_rx_data  <= {PAYLOAD_BITS{1'b0}};
    end else if (fsm_state == FSM_STOP) begin
        uart_rx_data  <= recieved_data;
    end
end
wire next_bit     = cycle_counter == CYCLES_PER_BIT ||
                        fsm_state       == FSM_STOP && 
                        cycle_counter   == CYCLES_PER_BIT/2;
wire payload_done = bit_counter   == PAYLOAD_BITS  ;
always @(*) begin : p_n_fsm_state
    case(fsm_state)
        FSM_IDLE : n_fsm_state = rxd_reg      ? FSM_IDLE : FSM_START;
        FSM_START: n_fsm_state = next_bit     ? FSM_RECV : FSM_START;
        FSM_RECV : n_fsm_state = payload_done ? FSM_STOP : FSM_RECV ;
        FSM_STOP : n_fsm_state = next_bit     ? FSM_IDLE : FSM_STOP ;
        default  : n_fsm_state = FSM_IDLE;
    endcase
end
integer i = 0;
always @(posedge clk) begin : p_recieved_data
    if(!resetn) begin
        recieved_data <= {PAYLOAD_BITS{1'b0}};
    end else if(fsm_state == FSM_IDLE             ) begin
        recieved_data <= {PAYLOAD_BITS{1'b0}};
    end else if(fsm_state == FSM_RECV && next_bit ) begin
        recieved_data[PAYLOAD_BITS-1] <= bit_sample;
        for ( i = PAYLOAD_BITS-2; i >= 0; i = i - 1) begin
            recieved_data[i] <= recieved_data[i+1];
        end
    end
end
always @(posedge clk) begin : p_bit_counter
    if(!resetn) begin
        bit_counter <= 4'b0;
    end else if(fsm_state != FSM_RECV) begin
        bit_counter <= {COUNT_REG_LEN{1'b0}};
    end else if(fsm_state == FSM_RECV && next_bit) begin
        bit_counter <= bit_counter + 1'b1;
    end
end
always @(posedge clk) begin : p_bit_sample
    if(!resetn) begin
        bit_sample <= 1'b0;
    end else if (cycle_counter == CYCLES_PER_BIT/2) begin
        bit_sample <= rxd_reg;
    end
end
always @(posedge clk) begin : p_cycle_counter
    if(!resetn) begin
        cycle_counter <= {COUNT_REG_LEN{1'b0}};
    end else if(next_bit) begin
        cycle_counter <= {COUNT_REG_LEN{1'b0}};
    end else if(fsm_state == FSM_START || 
                fsm_state == FSM_RECV  || 
                fsm_state == FSM_STOP   ) begin
        cycle_counter <= cycle_counter + 1'b1;
    end
end
always @(posedge clk) begin : p_fsm_state
    if(!resetn) begin
        fsm_state <= FSM_IDLE;
    end else begin
        fsm_state <= n_fsm_state;
    end
end
always @(posedge clk) begin : p_rxd_reg
    if(!resetn) begin
        rxd_reg     <= 1'b1;
        rxd_reg_0   <= 1'b1;
    end else if(uart_rx_en) begin
        rxd_reg     <= rxd_reg_0;
        rxd_reg_0   <= uart_rxd;
    end
end
endmodule
module uart_tx(
input  wire         clk         ,  
input  wire         resetn      ,  
output wire         uart_txd    ,  
output wire         uart_tx_busy,  
input  wire         uart_tx_en  ,  
input  wire [PAYLOAD_BITS-1:0]   uart_tx_data   
);
parameter   BIT_RATE        = 9600;  
localparam  BIT_P           = 1_000_000_000 * 1/BIT_RATE;  
parameter   CLK_HZ          =    50_000_000;
localparam  CLK_P           = 1_000_000_000 * 1/CLK_HZ;  
parameter   PAYLOAD_BITS    = 8;
parameter   STOP_BITS       = 1;
localparam       CYCLES_PER_BIT     = BIT_P / CLK_P;
localparam       COUNT_REG_LEN      = 1+$clog2(CYCLES_PER_BIT);
reg txd_reg;
reg [PAYLOAD_BITS-1:0] data_to_send;
reg [COUNT_REG_LEN-1:0] cycle_counter;
reg [3:0] bit_counter;
reg [2:0] fsm_state;
reg [2:0] n_fsm_state;
localparam FSM_IDLE = 0;
localparam FSM_START= 1;
localparam FSM_SEND = 2;
localparam FSM_STOP = 3;
assign uart_tx_busy = fsm_state != FSM_IDLE;
assign uart_txd     = txd_reg;
wire next_bit     = cycle_counter == CYCLES_PER_BIT;
wire payload_done = bit_counter   == PAYLOAD_BITS  ;
wire stop_done    = bit_counter   == STOP_BITS && fsm_state == FSM_STOP;
always @(*) begin : p_n_fsm_state
    case(fsm_state)
        FSM_IDLE : n_fsm_state = uart_tx_en   ? FSM_START: FSM_IDLE ;
        FSM_START: n_fsm_state = next_bit     ? FSM_SEND : FSM_START;
        FSM_SEND : n_fsm_state = payload_done ? FSM_STOP : FSM_SEND ;
        FSM_STOP : n_fsm_state = stop_done    ? FSM_IDLE : FSM_STOP ;
        default  : n_fsm_state = FSM_IDLE;
    endcase
end
integer i = 0;
always @(posedge clk) begin : p_data_to_send
    if(!resetn) begin
        data_to_send <= {PAYLOAD_BITS{1'b0}};
    end else if(fsm_state == FSM_IDLE && uart_tx_en) begin
        data_to_send <= uart_tx_data;
    end else if(fsm_state       == FSM_SEND       && next_bit ) begin
        for ( i = PAYLOAD_BITS-2; i >= 0; i = i - 1) begin
            data_to_send[i] <= data_to_send[i+1];
        end
    end
end
always @(posedge clk) begin : p_bit_counter
    if(!resetn) begin
        bit_counter <= 4'b0;
    end else if(fsm_state != FSM_SEND && fsm_state != FSM_STOP) begin
        bit_counter <= {COUNT_REG_LEN{1'b0}};
    end else if(fsm_state == FSM_SEND && n_fsm_state == FSM_STOP) begin
        bit_counter <= {COUNT_REG_LEN{1'b0}};
    end else if(fsm_state == FSM_STOP&& next_bit) begin
        bit_counter <= bit_counter + 1'b1;
    end else if(fsm_state == FSM_SEND && next_bit) begin
        bit_counter <= bit_counter + 1'b1;
    end
end
always @(posedge clk) begin : p_cycle_counter
    if(!resetn) begin
        cycle_counter <= {COUNT_REG_LEN{1'b0}};
    end else if(next_bit) begin
        cycle_counter <= {COUNT_REG_LEN{1'b0}};
    end else if(fsm_state == FSM_START || 
                fsm_state == FSM_SEND  || 
                fsm_state == FSM_STOP   ) begin
        cycle_counter <= cycle_counter + 1'b1;
    end
end
always @(posedge clk) begin : p_fsm_state
    if(!resetn) begin
        fsm_state <= FSM_IDLE;
    end else begin
        fsm_state <= n_fsm_state;
    end
end
always @(posedge clk) begin : p_txd_reg
    if(!resetn) begin
        txd_reg <= 1'b1;
    end else if(fsm_state == FSM_IDLE) begin
        txd_reg <= 1'b1;
    end else if(fsm_state == FSM_START) begin
        txd_reg <= 1'b0;
    end else if(fsm_state == FSM_SEND) begin
        txd_reg <= data_to_send[0];
    end else if(fsm_state == FSM_STOP) begin
        txd_reg <= 1'b1;
    end
end
endmodule
module uart_full_ssd_display (
    input clk,                   
    input rst,                   
    input wire uart_rxd,         
    output wire uart_txd,        
    output wire [6:0] segments,  
    output reg [3:0] dig_sel     
    );
    parameter PAYLOAD_BITS = 8;
    parameter max_sel_count = 416_667;       
    parameter STARTUP_WAIT = 50_000_000;     
    wire [PAYLOAD_BITS-1:0] uart_rx_data;    
    wire                    uart_rx_valid;   
    reg [3:0] bottom_rx_data;                
    reg [3:0] top_rx_data;                   
    reg [3:0] dig_update = 4'b1110;          
    reg [3:0] input_bits;
    reg       dash = 1'b1;                   
    reg [18:0] sel_counter = 0;              
    reg [25:0] startup_counter = 0;
    always @ (posedge clk) begin
        if (startup_counter < STARTUP_WAIT) begin
            startup_counter <= startup_counter + 1;
            dash <= 1'b1;
        end else if (rst) begin                      
            if (uart_rx_valid) begin
                bottom_rx_data <= uart_rx_data[3:0];
                top_rx_data <= uart_rx_data[7:4];
                dash <= 1'b0;
            end
        end else if (~rst) begin                     
            dash <= 1'b1;
        end
    end
    always @ (posedge clk) begin
        if (sel_counter >= max_sel_count) begin
            sel_counter <= 0;
            if (dig_update == 4'b1110) begin             
                input_bits <= bottom_rx_data;            
                dig_sel <= dig_update;
                dig_update <= 4'b1101;                   
            end else if (dig_update == 4'b1101) begin    
                input_bits <= top_rx_data;               
                dig_sel <= dig_update;
                dig_update <= 4'b1110;                   
            end else begin                               
                dig_update <= 4'b1110;                   
                dig_sel <= dig_update;
            end
        end else
            sel_counter <= sel_counter + 1;
    end
    uart_communication uart_logic (
        .clk(clk),
        .rst(rst),
        .uart_rxd(uart_rxd),
        .uart_txd(uart_txd),
        .uart_tx_data(uart_rx_data),
        .uart_tx_en(uart_rx_valid),
        .uart_rx_data(uart_rx_data),
        .uart_rx_valid(uart_rx_valid)
    );
    Segment_Selector ssd_display (
        .input_bits(input_bits),
        .dash(dash),
        .segments(segments)
    );
endmodule
```

## run.sh

```bash
#!/bin/bash
# OpenROAD 26Q1-2900-gdf79404cd8, Yosys 0.63+post, stock flow scripts
make -C /OpenROAD-flow-scripts/flow DESIGN_CONFIG=/design/flow/config.mk WORK_HOME=/design/flow/orfs finish
```

## config.mk

```make
export PLATFORM = sky130hd
export DESIGN_NAME = uart_full_ssd_display
export DESIGN_NICKNAME = uart_full_ssd_display
export VERILOG_FILES = /design/flow/design.v
export SDC_FILE = /design/flow/constraint.sdc
export NUM_CORES = 4
export LEC_CHECK = 1
export CORE_UTILIZATION = 30
```

## constraint.sdc

```tcl
current_design uart_full_ssd_display

set clk_period 3.3
set clk_io_pct 0.2

create_clock -name clk0 -period $clk_period [get_ports {clk}]

set non_clock_inputs [all_inputs -no_clocks]
set_input_delay [expr $clk_period * $clk_io_pct] -clock clk0 $non_clock_inputs
set_output_delay [expr $clk_period * $clk_io_pct] -clock clk0 [all_outputs]
```

==> impl_metrics.csv <==
group,metric,value,unit
global_routing,first_global_vias,3971,
cells_and_area,fill_cells,2122,
floorplanning,die_y,148,µm
synthesis,ys_cells,624,
timing,setup_violations,0,
global_routing,use_met1,15.8,%
cells_and_area,area_growth,15.7,%
clocking,tritoncts,"yes",
clocking,clock-sinks,141,
placed_design,dp_hpwl,6940,µm
critical_path,critPathLaunchType,"register",
global_routing,met3_usage,2.14,%
timing,slew-limit-headroom,58.8,%
timing,tightest_slew,0.618,ns
cells_and_area,largest_reg_flops,26,
global_routing,grt_pass1_wl,18300,µm
timing,skew,0.00758,ns
drt,antenna_left,0,
cells_and_area,top_regs,"startup_counter (26), sel_counter (19)",
synthesis,yosysWarnings,4,
clocking,cts_setup_buffers,0,
floorplanning,ioPinCount,15,
synthesis,ys.flops,141,
clocking,root_buffer,"clkbuf_16",
floorplanning,coreArea,21000,µm²
clocking,clkLatencyLatePin,0.41,ns
clocking,cts_max_level,4,
drt,vias,4182,
synthesis,async_flop_share,0,%
synthesis,top_cells_by_area,"dfxtp_1 31%, edfxtp_1 20%, xor2_1 5.5%, mux2i_1 5.0%, nor2_1 4.6%",
synthesis,ff_type,"dfxtp_1",
critical_path,cp.arrival,3.04,ns
clocking,clk_transition_reported_paths,0.06,ns
synthesis,syn_avg_cell_area,10.2,µm²
timing,layout_min_cycle_time,2.76,ns
timing,rsz0062_at_grt,"false",
drt,wire_per_inst,11.0,µm
global_routing,busiest_layer,"met1",
critical_path,critical_path_class,"register to register",
synthesis,synth.top_cell.area_share,31.0,%
critical_path,cp.required,3.59,ns
placed_design,placedCellCount,904,
timing,period_used_share,83.5,%
power_and_ir_drop,p_leak,0.00279,µW
min_path,worstHoldPathType,"register to register",
run,warnings,36,
clocking,hold_buffers,0,
global_routing,antenna_found_initial,0,
timing,finalHoldViolations,0,
timing,fmax,0.363,GHz
drt,num_antenna_cells,0,
synthesis,syn_inst,624,
cells_and_area,final_layout_size_suffix_gt1_share,8.62,%
floorplanning,die_x,148,µm
floorplanning,die_area,21900,µm²
drt,drt_first_pass_iters,4,
critical_path,worst-path-max-fanout,5,
timing,drv_slew,0,
cells_and_area,final-instance-count-excl-fill,936,
global_routing,use_met2,15.5,%
global_routing,grtUsageTotal,10.2,%
placed_design,routabilityCongestion,0.779,
run,cap_violations,0,
synthesis,synth_seq_share,50.7,%
synthesis,largest_area_cell,"dfxtp_1",
global_routing,grt-ovfl-total,0,
synthesis,syn-cell-area,6390,µm²
synthesis,ys_types,54,
cells_and_area,top_register,"startup_counter",
power_and_ir_drop,pwr_density_cell,482,nW/µm²
drt,drt-total-wl,10300,µm
cells_and_area,design_area,7400,µm²
drt,drt_iter0_markers,222,
drt,via_per_inst,4.47,
floorplanning,core_util_floorplan,30.5,%
timing,fin_setup_tns,0,ns
synthesis,yosys_area,6390,µm²
status,status,"finished clean",
floorplanning,rows,53,
power_and_ir_drop,peakVddDrop,0.339,mV
synthesis,edf_count,42,
cells_and_area,post-route-util,35.3,%
global_routing,grt_max_degree,22,
clocking,cts_made_buffers,17,
critical_path,crit_path_end_kind,"register",
drt,drc_errors,0,
clocking,clockBufferDepth,2,
placed_design,portBuffers,12,
placed_design,place_area,6850,µm²
clocking,post_cts_resized,0,
[layout by cell type, fill, tap and decap left out, drive strengths merged, types with 3 or more instances in the layout]
| cell | n |
|---|---|
| o211a | 7 |
| nor2b | 14 |
| nand4 | 14 |
| nor3 | 4 |
| or3 | 10 |
| and4 | 7 |
| inv | 22 |
| and2 | 4 |
| mux2 | 5 |
| clkbuf | 18 |
| buf | 10 |
| o21ai | 13 |
| clkinvlp | 4 |
| nand3 | 32 |
| xor2 | 40 |
| mux2i | 32 |
| ha | 19 |
| dfxtp | 99 |
| nand2b | 13 |
| a31oi | 5 |
| nand2 | 49 |
| xnor2 | 29 |
| and3 | 17 |
| a21oi | 12 |
| clkdlybuf4s50 | 12 |
| a21boi | 4 |
| nor2 | 78 |
| nor3b | 6 |
| edfxtp | 42 |
| clkinv | 7 |
| or2 | 3 |
| nor4bb | 3 |
[where the power goes]
part           switching, µW  internal (µW)  leakage (µW)
clock network            723           1030      0.000258
logic                   17.8           11.0       0.00127
registers               2.85           1780       0.00126
total                    744           2820       0.00279
[area by class of cell]
class                   count  area [µm²]  share of cell area (%)
clock buffers              18         429                    5.80
clock inverters            14         121                    1.64
inverters                  20        75.1                    1.01
multi-input cells         446        2990                    40.4
flip-flops and latches    141        3240                    43.8
well taps                 275         344                    4.65
repair buffers             22         195                    2.64
[final timing paths]
path,startpoint,cells past startpoint,slack (ns),to
worst max-delay path,dig_update[1],11,0.54,register
worst min-delay path,uart_logic.i_uart_rx.rxd_reg_0,1,0.43,uart_logic.i_uart_rx.rxd_reg
worst max register to register,dig_update[1],11,0.54,register
worst min register to register,uart_logic.i_uart_rx.rxd_reg_0,1,0.43,uart_logic.i_uart_rx.rxd_reg
[through the flow]
| stage | hold WS [ns] | worst slack [ns] | power (µW) |
|---|---|---|---|
| floorplan | 0.386 | 0.0885 | 1840 |
| global placement | 0.412 | 0.560 | 1850 |
| detailed placement | 0.406 | 0.527 | 1850 |
| CTS | 0.425 | 0.518 | 3620 |
| global route | 0.447 | 0.346 | 3700 |
| finish | 0.426 | 0.545 | 3570 |
[worst max-delay path, stage by stage (launching register included)]
cell,delay [ns]
edfxtp_1,0.39
ha_1,0.28
nand3b_1,0.16
or3_4,0.34
o21ai_4,0.17
mux2i_1,0.39
inv_1,0.17
ha_1,0.36
inv_1,0.11
nand2_1,0.06
mux2i_1,0.12
o22ai_1,0.08
[per-layer routing]
layer	vias up	share of wire [%]
met1	1931	52
met2	26	44
li1	2216	-
met3	9	2.4
met4	0	1.2
met5	-	0
[synthesized netlist by cell type, drive strengths merged, types with 14 or more instances]
cell type / number
xnor2: 29
nor2b: 14
nand2: 49
dfxtp: 99
inv: 20
nand4: 14
edfxtp: 42
mux2i: 32
xor2: 40
ha: 19
and3: 17
nand3: 32
nor2: 78
[cells by family (layout without fill, tap and decap cells)]
logic type | after synthesis | after routing | synth area share (%)
and+or+nand+nor | 264 | 264 | 21.3
xor gates and xnor gates | 69 | 69 | 9.45
buffers and inverters | 38 | 74 | 2.68
muxes | 37 | 37 | 5.89
adders and majority gates | 19 | 19 | 3.72
AOI/OAI and AO/OA | 55 | 55 | 6.14
DFF | 141 | 141 | 50.7
other | 1 | 2 | 0.0587
No activity file was given, so power comes from the tool's default toggle rates.
